$ cat ./design.v
`timescale 1ns / 1ps
module uart_downscaled_streamer (
    input  wire        clk,            
    input  wire        rst_n,          
    input  wire        frame_valid,    
    input  wire        pixel_valid,    
    input  wire [9:0]  pixel_x,        
    input  wire [9:0]  pixel_y,        
    input  wire [15:0] pixel_data,     
    output wire        tx,             
    output reg         led_activity    
);
    parameter CLK_FREQ = 50_000_000;   
    parameter BAUD = 115200;           
    parameter H_SCALE = 8;             
    parameter V_SCALE = 8;             
    parameter ROI_ENABLE = 1;          
    parameter ROI_WIDTH = 80;          
    parameter ROI_HEIGHT = 60;         
    localparam ROI_X_START = (640 - ROI_WIDTH)/2;
    localparam ROI_X_END = ROI_X_START + ROI_WIDTH;
    localparam ROI_Y_START = (480 - ROI_HEIGHT)/2;
    localparam ROI_Y_END = ROI_Y_START + ROI_HEIGHT;
    reg [15:0] data_latch;             
    reg [1:0] tx_state;                
    reg tx_start;                      
    reg [7:0] tx_data;                 
    wire tx_busy;                      
    localparam FRAME_START_MARKER = 8'hA5;
    localparam FRAME_END_MARKER = 8'h5A;
    reg [3:0] frame_param_idx;
    reg [7:0] frame_params [0:7];
    localparam IDLE = 0;
    localparam SEND_PARAMS = 1;
    localparam SEND_HIGH_BYTE = 2;
    localparam SEND_LOW_BYTE = 3;
    reg prev_frame_valid;
    reg frame_started;
    reg [2:0] activity_counter;
    initial begin
        frame_params[0] = FRAME_START_MARKER;
        frame_params[1] = 8'h00;             
        frame_params[2] = ROI_WIDTH[7:0];    
        frame_params[3] = ROI_WIDTH[15:8];   
        frame_params[4] = ROI_HEIGHT[7:0];   
        frame_params[5] = ROI_HEIGHT[15:8];  
        frame_params[6] = 8'd16;             
        frame_params[7] = FRAME_END_MARKER;
    end
    uart_tx_byte #(
        .CLK_FREQ(CLK_FREQ),
        .BAUD(BAUD)
    ) uart_inst (
        .clk(clk),
        .rst_n(rst_n),
        .start(tx_start),
        .data(tx_data),
        .tx(tx),
        .busy(tx_busy)
    );
    always @(posedge clk or negedge rst_n) begin
        if (!rst_n) begin
            activity_counter <= 0;
            led_activity <= 0;
        end else if (tx_start) begin
            activity_counter <= activity_counter + 1;
            led_activity <= activity_counter[2];  
        end
    end
    always @(posedge clk or negedge rst_n) begin
        if (!rst_n) begin
            tx_state <= IDLE;
            tx_start <= 0;
            data_latch <= 0;
            frame_started <= 0;
            prev_frame_valid <= 0;
            frame_param_idx <= 0;
        end else begin
            tx_start <= 0;  
            prev_frame_valid <= frame_valid;
            if (frame_valid && !prev_frame_valid) begin
                frame_started <= 1;
                tx_state <= SEND_PARAMS;
                frame_param_idx <= 0;
            end
            if (!frame_valid && prev_frame_valid) begin
                frame_started <= 0;
                tx_state <= IDLE;
            end
            case (tx_state)
                IDLE: begin
                end
                SEND_PARAMS: begin
                    if (!tx_busy && frame_param_idx < 8) begin
                        tx_data <= frame_params[frame_param_idx];
                        tx_start <= 1;
                        frame_param_idx <= frame_param_idx + 1;
                    end else if (frame_param_idx >= 8) begin
                        tx_state <= SEND_HIGH_BYTE;
                    end
                end
                SEND_HIGH_BYTE: begin
                    if (pixel_valid && 
                        ((pixel_x % H_SCALE == 0) && (pixel_y % V_SCALE == 0)) &&
                        (!ROI_ENABLE || 
                         (pixel_x >= ROI_X_START && pixel_x < ROI_X_END && 
                          pixel_y >= ROI_Y_START && pixel_y < ROI_Y_END))) begin
                        if (!tx_busy) begin
                            data_latch <= pixel_data;
                            tx_data <= pixel_data[15:8];  
                            tx_start <= 1;
                            tx_state <= SEND_LOW_BYTE;
                        end
                    end
                end
                SEND_LOW_BYTE: begin
                    if (!tx_busy) begin
                        tx_data <= data_latch[7:0];
                        tx_start <= 1;
                        tx_state <= SEND_HIGH_BYTE;
                    end
                end
            endcase
            if (!frame_valid && tx_state != SEND_PARAMS) begin
                tx_state <= IDLE;
            end
        end
    end
endmodule
module uart_tx_byte (
    input  wire clk,
    input  wire rst_n,
    input  wire start,
    input  wire [7:0] data,
    output reg  tx,
    output reg  busy
);
    parameter CLK_FREQ = 50_000_000;     
    parameter BAUD     = 115200;
    localparam CLKS_PER_BIT = CLK_FREQ / BAUD;
    reg [3:0] bit_index;
    reg [13:0] clk_count;
    reg [9:0] tx_shift;   
    always @(posedge clk or negedge rst_n) begin
        if (!rst_n) begin
            tx        <= 1'b1;
            busy      <= 0;
            clk_count <= 0;
            bit_index <= 0;
            tx_shift  <= 10'b1111111111;
        end else begin
            if (start && !busy) begin
                tx_shift  <= {1'b1, data, 1'b0};
                busy      <= 1;
                clk_count <= 0;
                bit_index <= 0;
            end else if (busy) begin
                if (clk_count == CLKS_PER_BIT - 1) begin
                    clk_count <= 0;
                    tx        <= tx_shift[bit_index];
                    bit_index <= bit_index + 1;
                    if (bit_index == 9) begin
                        busy <= 0;
                        tx   <= 1'b1;  
                    end
                end else begin
                    clk_count <= clk_count + 1;
                end
            end
        end
    end
endmodule
$ cat ./run.sh
#!/bin/bash
# OpenROAD 26Q1-2900-gdf79404cd8, Yosys 0.63+post, stock flow scripts
make -C /OpenROAD-flow-scripts/flow DESIGN_CONFIG=/design/flow/config.mk WORK_HOME=/design/flow/orfs finish
$ cat ./config.mk
export PLATFORM = sky130hd
export DESIGN_NAME = uart_downscaled_streamer
export DESIGN_NICKNAME = uart_downscaled_streamer
export VERILOG_FILES = /design/flow/design.v
export SDC_FILE = /design/flow/constraint.sdc
export NUM_CORES = 4
export LEC_CHECK = 1
export CORE_UTILIZATION = 40
$ cat ./constraint.sdc
current_design uart_downscaled_streamer

set clk_period 3.7
set clk_io_pct 0.2

create_clock -name clk0 -period $clk_period [get_ports {clk}]

set non_clock_inputs [all_inputs -no_clocks]
set_input_delay [expr $clk_period * $clk_io_pct] -clock clk0 $non_clock_inputs
set_output_delay [expr $clk_period * $clk_io_pct] -clock clk0 [all_outputs]
==> qor.tcl <==
set qor(timing.clock.skew_ns) 0.01036
set qor(wire_per_inst_um) 14.17
set qor(worstPathRequired_ns) 3.91
set qor(post-synth-top-area-fraction) 0.3244
set qor(route.antenna.diode_count) 0
set qor(ys_async_sr_fraction) 0.8644
set qor(synthesis.area_um2) 3085
set qor(lay_top_cells) {dfrtp_1 (40), clkdlybuf4s50_1 (40), mux2_2 (19), nand2_1 (18)}
set qor(clock_tree_from_tritoncts) {yes}
set qor(final_hold_viol_count) 0
set qor(first_iter_violations) 63
set qor(p_leak_nw) 1.602
set qor(finalWirelength_mm) 6.008
set qor(final_period_minus_worst_setup_slack_ns) 2.601
set qor(netlist_instances) 277
set qor(cts.path.max_buffers) 2
set qor(dieWidth_um) 89.83
set qor(grt_setup_unrepaired) {no}
set qor(rows) 31
set qor(synth-seq-cells) 59
set qor(ios) 42
set qor(intPower_mw) 1.082
set qor(firstDrtPassIters) 4
set qor(number_of_pins_exceeding_their_max_slew_limit_in_the_final_report) 0
set qor(yosys.stat.seqShare) 0.4959
set qor(post_synth.cell_area_avg_um2) 11.14
set qor(syn2layout_area_growth_pct) 22.47
set qor(synthDominantAreaCellType) {dfrtp_1}
set qor(p_comb_frac) 0.057
set qor(drc) 0
set qor(power.net_switching_mw) 0.2773
set qor(vertical_die_dimension_um) 89.83
set qor(gp_congestion) 0.8295
set qor(insertion_delay_ns) 0.33
set qor(cts.repair.resized) 0
set qor(switching_share) 0.2040
set qor(worstSetupEndpointType) {register}
set qor(cts_inserted_buffers) 9
set qor(critPathArrivalTime_ns) 2.81
set qor(tritoncts_num_sinks) 59
set qor(area_of_the_multi_input_gates_um2) 1456
set qor(synth.yosys.num_cells) 277
set qor(final_min_period_over_clock_period) 0.7030
set qor(maximum_number_of_pins_on_one_net_before_global_route_repair) 52
set qor(drive_gt1_frac) 0.1723
set qor(final_core_utilization) 0.5127
set qor(ir_worst_vdd_mv) 0.2843
set qor(seq_area_um2) 1530
set qor(max_cap_viol_count) 0
set qor(timing.setup.critical_path_class) {input pin to register}
set qor(initial_antenna_violation_count) 0
set qor(dpl.hpwl_mm) 4.249
set qor(num-fill-cells) 660
set qor(final_antenna_violating_net_count) 0
set qor(buffers_inserted_during_post_cts_setup_optimization) 0
set qor(cts.hold.buffers_added) 0
set qor(openroad.warnings) 32
set qor(clock-root-buffer) {clkbuf_8}
set qor(chip_area_yosys_um2) 3085
set qor(post_drt_via_cell_ratio) 5.366
set qor(timing.fmax_mhz) 384.5
set qor(hold_path_class) {register to register}
set qor(global_route.usage.total) 0.1647
set qor(first_global_vias) 2191
set qor(die_area_um2) 8069
set qor(core_area_um2) 7370
set qor(critical_path.max_fanout) 9
set qor(setup-tns-final_ns) 0
set qor(postSynth.topFlopCell) {dfrtp_1}
set qor(timing.final.setup_violations) 0
set qor(gr-total-overflow) 0
set qor(htree_levels) 3
set qor(place.port_buffers) 41
set qor(fp_util) 0.4187
set qor(yosys.cell_types.count) 53
set qor(clk_pin_slew_worst_paths_ns) 0.06
set qor(timing_worst_slew_pin_value_ns) 0.8078
set qor(slew-limit-headroom) 0.4614
set qor(pwr-share-clk) 0.450
set qor(dr_total_vias) 2275
set qor(sequentialPowerShare) 0.493
set qor(synth_warnings) 2
set qor(pwr_density_cell_nw_per_um2) 359.6
set qor(enable_flop_cells) 8
set qor(cp-start-kind) {input pin}
set qor(totalPowerFinal_mw) 1.359
set qor(wire_length_of_the_first_global_routing_pass_mm) 10.52
set qor(synth.area.top_cells) {dfrtp_1 (32%), dfstp_2 (9.4%), edfxtp_1 (7.8%), mux2_2 (6.9%), ha_1 (5.3%)}
set qor(run_status) {finished clean}
-- layout make-up --
| type | count | area share |
|---|---|---|
| sequential | 59 | 0.4050 |
| multi-input combinational | 196 | 0.3854 |
| timing repair buffer | 43 | 0.1113 |
| clock buffer | 9 | 0.03278 |
| tap | 99 | 0.03278 |
| clock inverter | 7 | 0.02185 |
| inverter | 11 | 0.01093 |
-- worst max-delay path: stages --
cell	delay, ns
clkdlybuf4s50_1	0.39
or4_1	0.52
nor2_1	0.26
o2111a_1	0.51
mux2_2	0.39
-- stage by stage --
| step | instances | cell area (µm²) | hold slack, ns | setup WS (ns) |
|---|---|---|---|---|
| after floorplan | 277 | 3085 | 0.4397 | 1.266 |
| after global placement | 408 | 3572 | 0.4578 | 0.7635 |
| after detailed placement | 408 | 3572 | 0.4672 | 0.7275 |
| after CTS | 424 | 3779 | 0.4784 | 1.078 |
| after global routing | 424 | 3779 | 0.4836 | 0.9684 |
| final | 424 | 3779 | 0.4734 | 1.099 |
-- cells by family after synthesis --
logic type,after synthesis,share of synthesized area
fa+ha+maj,13,0.05272
buf+inv,22,0.03203
mux,23,0.09043
flops,59,0.4959
xor+xnor,4,0.01136
simple gates,85,0.1577
compound gates,71,0.1598
-- cell usage after synthesis, drive strengths merged, types with 3 or more instances --
cell,number
and2,3
clkbuf,8
dfstp,11
nand2,18
inv,11
ha,13
nor4,5
or2,5
nand3,8
nor2,9
and3,5
dfrtp,40
nand4,3
nand2b,7
o21ai,11
a221o,5
nor3,5
nor2b,6
a21oi,14
buf,3
mux2,19
edfxtp,8
a31oi,14
a22oi,3
-- metal layers --
layer  up-vias  share of wire  global-route usage  wire [µm]
li1       1136              -                   -          -
met1      1103           0.48              0.2471       2860
met2        31           0.48              0.2660       2890
met3         5          0.033             0.03780        198
met4         0         0.0098             0.01230         59
met5         -              0                   0          0
-- state kept, by name, indices dropped and copies added (netlist names) --
register             flops
uart_inst.clk_count     14
uart_inst.tx_shift       9
data_latch               8
tx_data                  8
frame_param_idx          4
tx_state                 4
uart_inst.bit_index      4
activity_counter         3
led_activity             1
prev_frame_valid         1
tx_start                 1
uart_inst.busy           1
uart_inst.tx             1
-- power by group through the flow --
stage         Sequential (mW)  Clock, mW  Combinational, mW
CTS                     0.670      0.635             0.0791
global route            0.671      0.655             0.0864
finish                  0.670      0.611             0.0774
-- final timing paths --
kind | end | start | depth (start not counted) | slack [ns]
min in group asynchronous | uart_inst.clk_count[5] | rst_n | 2 | 0.58
worst min register to register | activity_counter[2] | activity_counter[2] | 1 | 0.47
worst min-delay path | activity_counter[2] | activity_counter[2] | 1 | 0.47
worst max-delay path | data_latch[1] | pixel_x[0] | 5 | 1.10
max in group asynchronous | frame_param_idx[3] | rst_n | 2 | 2.68
worst max register to register | uart_inst.clk_count[11] | uart_inst.clk_count[1] | 6 | 1.34
Power and IR drop assume default switching activity.
